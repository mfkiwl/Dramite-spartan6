$ cat ./design.v
module button( 
   pressed, pressed_disp,
   button_input, clock, reset
   );
   parameter
     delay_cycles = 200000,
     delay_cycles_width = log2(delay_cycles);
   output reg pressed, pressed_disp;
   input      button_input;
   input      clock, reset;
   reg [delay_cycles_width-1:0] count, next_count;
   reg [1:0]                    state, next_state;
   reg                          next_pressed;
   always @(*) begin
      next_pressed = 1'b0;
      pressed_disp = 1'b0;
      next_count = count;
      next_state = 2'd0;
      case(state)
        2'd0: begin
           if (button_input) begin
              next_state = 2'd1;
              next_pressed = 1'b1;
           end else begin
              next_state = 2'd0;
           end
        end
        2'd1: begin
           pressed_disp = 1'b1;
           if (button_input) begin
              next_state = 2'd1;
           end else begin
              next_state = 2'd2;
           end
        end
        2'd2: begin
           pressed_disp = 1'b1;
           if (count >= delay_cycles[delay_cycles_width-1:0]) begin
              next_state = 2'd0;
              next_count = {delay_cycles_width{1'b0}};
           end else begin
              next_state = 2'd2;
              next_count = count + {{delay_cycles_width-1{1'b0}}, 1'b1};
           end
        end
      endcase
   end
   always @(posedge clock or posedge reset) begin
      if (reset) begin
         state <= 2'd0;
         count <= {delay_cycles_width{1'b0}};
         pressed <= 1'b0;
      end else begin
         state <= next_state;
         count <= next_count;
         pressed <= next_pressed;
      end
   end
   function integer log2;
      input integer value;
      begin
         value = value-1;
         for (log2 = 0; value > 0; log2 = log2 + 1) begin
           value = value >> 1;
         end
      end
   endfunction
endmodule  
$ cat ./run.sh
#!/bin/bash
# OpenROAD 26Q1-2900-gdf79404cd8, Yosys 0.63+post, stock flow scripts
make -C /OpenROAD-flow-scripts/flow DESIGN_CONFIG=/design/flow/config.mk WORK_HOME=/design/flow/orfs finish
$ cat ./config.mk
export PLATFORM = sky130hd
export DESIGN_NAME = button
export DESIGN_NICKNAME = button
export VERILOG_FILES = /design/flow/design.v
export SDC_FILE = /design/flow/constraint.sdc
export NUM_CORES = 4
export LEC_CHECK = 1
export CORE_AREA = 10 10 99 99
export DIE_AREA = 0 0 109 109
$ cat ./constraint.sdc
current_design button

set clk_period 1.9
set clk_io_pct 0.2

create_clock -name clk0 -period $clk_period [get_ports {clock}]

set non_clock_inputs [all_inputs -no_clocks]
set_input_delay [expr $clk_period * $clk_io_pct] -clock clk0 $non_clock_inputs
set_output_delay [expr $clk_period * $clk_io_pct] -clock clk0 [all_outputs]
==> run notes <==
flow finished, numbers: core area 7727 µm², GR peak layer met2, cell leakage power 0.0005325 µW, Max-Cap Viols 0, NetSw 161.5 µW, maximum fanout along the worst path 8, status finished, final reports clean, hpwl dp 1418 µm, post-route cell area 1335 µm², Routed Antenna Nets 0, maximum clock rate 0.5755 GHz, share of cells above drive strength 1 12.20%, Final Hold Viols 0, GR Overflow Total 0, area delta synth->final 21.25%, Combinational Power Share 2.0%, DRT Pass-1 Iters 4, critical path class flop to output port, die height 109 µm, largest net degree at the start of global routing 14, DR vias 785, fp util 14.25%, H-tree level count 1, cell taking the most area after synthesis dfrtp_1, #FFs+latches synth 22, dpl cell area 1279 µm², Pint 657.6 µW, first-pass GRT wire length 3712 µm, GPL Wtd Cong 0.8407, fin crit period 1.738 ns, number of distinct library cells after synthesis 24, Iter 0 DRT Violations 29, input/output buffers 4, CTS Buf Count 3, chip width 109 µm, routing usage on met3 1.792%, Global Route Usage Sum 3.847%, number of global-route vias before repair 803, CTS Hold Buffers Added 0, Reg clk slew, reported paths 0.08 ns, antenna violations before repair 0, CTS tree yes, final period utilization 91.46%, power per cell area 613.5 nW/µm², CTS root buf clkbuf_8, Yosys warnings 1, Total Wirelength 1992 µm, Diodes inserted 0, Syn Std Cell Area 1101 µm², worst path arrival time 1.36 ns, VDD IR-drop max 0.2078 mV, Hold Crit Class input pin to asynchronous set/reset pin, Yosys Instances 113, unrepaired setup endpoints after global routing no, kind of end point of the critical path output port, max-slew violation count 0, CTS Buffer Depth 2, CP required 1.52 ns, Slew HR 73.27%, met1 Use GR 5.138%, Synth area leaders dfrtp_1, xnor2_1, nor2_1, Post-Syn Instances 113, chip area 11880 µm², routing usage on met2 5.656%, startpoint types flop, total negative slack 0 ns, Log Warnings 27, wire per inst 8.853 µm, worst skew pair latency 0.26 ns, setup repair bufs after CTS 0, # DRC 0, Synth Seq Share 50.11%, row count 32, Clock Sink Count 22, Via density 3.489, post-synth top area share 47.73%, sw frac 19.71%, Final Skew 0.002752 ns, syn avg cell area 9.744 µm², Yosys Chip Area 1101 µm², Worst-Margin Slew 0.4005 ns, IO Count 5, Clock power frac 40.9%, sequential share of power 57.1%, # setup viols final 0
[flip-flops by register name (all words and copies together) (netlist names)]
| signal | cells |
|---|---|
| pressed | 1 |
| count | 18 |
| state | 3 |
[cells by family (layout without fill, tap and decap cells)]
family	after synthesis	in the layout	synth area share [%]
and+or+nand+nor	57	57	26.36
adders and majority gates	2	2	2.272
xor gates and xnor gates	13	13	10.34
AOI/OAI and AO/OA	8	8	5.682
DFF	22	22	50.11
buffers and inverters	11	21	5.227
[cell type report]
class | count | area [µm²]
sequential | 22 | 553.0
multi-input combinational | 80 | 491.7
timing repair buffer | 9 | 77.57
fill | 845 | 6392
inverter | 8 | 30.03
tap | 102 | 127.6
clock buffer | 4 | 55.05
[synth_stat cells]
library cell	number
a211oi_4	1
a21o_2	1
a21oi_1	2
a31oi_1	1
and2_1	2
and3_1	2
buf_2	1
buf_6	2
dfrtp_1	21
dfstp_2	1
ha_1	2
inv_1	8
nand2_1	9
nand3_1	3
nand4_1	5
nor2_1	21
nor3_1	6
nor4_1	7
nor4_4	1
o21ai_0	1
o22ai_1	2
or3_4	1
xnor2_1	10
xor2_1	3
[routing by layer]
metal  share of wire, %  wire (µm)
met5                  0          0
met4                1.1         21
met3                6.6        132
met2                 42        840
met1                 50        998
[timing repair]
item                                    4_1_cts  5_1_grt
endpoints found under the setup margin        0        1
resized                                       0        1
hold endpoints to repair                      0        0
[through the flow]
| stage | hold WS, ns | setup WS [ns] | util [%] | std cells | total power, µW |
|---|---|---|---|---|---|
| 4_1_cts | 0.4054 | 0.08392 | 17.26 | 225 | 836.2 |
| 2_1_floorplan | 0.3685 | 0.3703 | - | 113 | 484.7 |
| 6_report | 0.3992 | 0.1623 | 17.28 | 225 | 819.1 |
| 5_1_grt | 0.4581 | 0.03813 | 17.28 | 225 | 861.9 |
| 3_3_place_gp | 0.4862 | 0.3668 | 16.55 | 221 | 494.2 |
| 3_5_place_dp | 0.4931 | 0.3177 | 16.55 | 221 | 494.4 |
[final timing paths]
path	startpoint	to	slack [ns]	depth (start not counted)
min in group clk0	count[17]	count[17]	0.51	2
max	state[1]	pressed_disp	0.16	3
min	reset	count[1]	0.40	2
max in group asynchronous	reset	count[4]	0.97	3
min reg2reg	count[17]	count[17]	0.51	2
max reg2reg	count[0]	count[16]	0.32	5
[critical path: stages, from the launching register on]
cell	delay (ns)
dfrtp_2	0.46
inv_1	0.16
nand2_1	0.07
clkdlybuf4s50_1	0.41
[placed cells by master (no fill, tap or decap), drive strengths merged, types with 3 or more instances in the layout]
master / Yosys / layout
clkdlybuf4s50: 0 / 4
nor3: 6 / 6
buf: 3 / 5
clkbuf: 0 / 4
nand3: 3 / 3
xor2: 3 / 3
nand2: 9 / 9
nor4: 8 / 8
nand4: 5 / 5
inv: 8 / 8
nor2: 21 / 21
xnor2: 10 / 10
dfrtp: 21 / 21
[power by group through the flow]
stage / logic (µW) / clock network, µW / registers, µW
CTS: 17.5 / 351 / 468
global route: 19.9 / 374 / 468
finish: 16.3 / 335 / 468
Power and IR drop assume default switching activity.
